## run.sh

```bash
#!/bin/bash
# OpenROAD 26Q1-2900-gdf79404cd8, Yosys 0.63+post, stock flow scripts
make -C /OpenROAD-flow-scripts/flow DESIGN_CONFIG=/design/flow/config.mk WORK_HOME=/design/flow/orfs finish
```

## config.mk

```make
export PLATFORM = sky130hd
export DESIGN_NAME = subtractorMan
export DESIGN_NICKNAME = subtractorMan
export VERILOG_FILES = /design/flow/design.v
export SDC_FILE = /design/flow/constraint.sdc
export NUM_CORES = 4
export LEC_CHECK = 1
export CORE_AREA = 10 10 98 98
export DIE_AREA = 0 0 108 108
```

## constraint.sdc

```tcl
current_design subtractorMan

set clk_period 10.0
set clk_io_pct 0.2

create_clock -name clk0 -period $clk_period

set non_clock_inputs [all_inputs -no_clocks]
set_input_delay [expr $clk_period * $clk_io_pct] -clock clk0 $non_clock_inputs
set_output_delay [expr $clk_period * $clk_io_pct] -clock clk0 [all_outputs]
```

## design.v

```verilog
module halfAdder(a,b,s,c);
input a,b;
output s,c;
assign s=a^b;
assign c=a&b;
endmodule
module fullAdder(a,b,c,s,cout);
input a,b,c;
output s,cout;
assign s=a^b^c;
assign cout=a&b | b&c | a&c;
endmodule
module adder(a,b,s);
input [4:0]a,b;
output [4:0]s;
wire cin,cout,c0,c1,c2,c3;
assign cin=1'b0;
fullAdder fa0(cin,a[0],b[0],s[0],c0);
fullAdder fa1(c0,a[1],b[1],s[1],c1);
fullAdder fa2(c1,a[2],b[2],s[2],c2);
fullAdder fa3(c2,a[3],b[3],s[3],c3);
fullAdder fa4(c3,a[4],b[4],s[4],cout);
endmodule
module subtractorfive(a,b,D1);
input [4:0]a,b;
output [4:0]D1;
wire [4:0]B1;
wire [9:0]c;
wire [4:0]bcomp=~b;
assign temp=1'b1;
halfAdder ha1(bcomp[0],temp,B1[0],c[0]);
halfAdder ha2(bcomp[1],c[0],B1[1],c[1]);
halfAdder ha3(bcomp[2],c[1],B1[2],c[2]);
halfAdder ha4(bcomp[3],c[2],B1[3],c[3]);
halfAdder ha5(bcomp[4],c[3],B1[4],c[4]);
assign cin=1'b0;
fullAdder fa1(cin,a[0],B1[0],D1[0],c[5]);
fullAdder fa2(c[5],a[1],B1[1],D1[1],c[6]);
fullAdder fa3(c[6],a[2],B1[2],D1[2],c[7]);
fullAdder fa4(c[7],a[3],B1[3],D1[3],c[8]);
fullAdder fa5(c[8],a[4],B1[4],D1[4],c[9]);
endmodule
module subtractorMan(a,b,D1,cman);
input [20:0]a,b;
output [20:0]D1;
output cman;
wire [20:0]B1;
wire [30:0]c;
wire [20:0]bcomp=~b;
assign temp=1'b1;
halfAdder ha1(bcomp[0],temp,B1[0],c[0]);
generate
   genvar i;
   for(i=1;i<21;i=i+1)
     begin
       halfAdder h(bcomp[i],c[i-1],B1[i],c[i]);
     end
   assign cin=1'b0;
   fullAdder fa1(cin,a[0],B1[0],D1[0],c[10]);
   for(i=1;i<21;i=i+1)
     begin
       fullAdder f(c[i+9],a[i],B1[i],D1[i],c[i+10]);
     end
endgenerate
assign cman=c[30];
endmodule
```

==> impl_report.txt <==
==== FLOW RESULTS ====
----------------------------------------------------
[Setup path]
  Setup Crit Path Kind ........................ in -> out
  Worst endpoint data arrival time ........................ approximately 11 ns
  CP most frequent cell ........................ sky130_fd_sc_hd__fa_2
  Max Fanout on Critical Path ........................ 2
  Slowest Stage Delay on Critical Path ........................ roughly 0.41 ns
  CP max-delay cell ........................ sky130_fd_sc_hd__fa_2
  Data required time at the worst endpoint ........................ 8.00 ns
  Worst Setup End Kind ........................ primary output
  Category of the worst setup path launch point ........................ primary input

[Routing]
  Post-DRT Antenna Nets ........................ 0
  Wire length on met3 ........................ 443 microns
  Per-cell via count in the routed design ........................ 2.883
  Number of DRC markers after the initial detailed-route iteration ........................ 2
  DRT Pass-1 Iters ........................ 4
  Top routing layer in use ........................ met3
  Mean routed wirelength per cell ........................ between 9 and 10 microns
  Post-Route WL ........................ 2.763 mm
  Wl on met1 ........................ 1.044 mm
  DRC violations left ........................ 0
  Number of vias after detailed routing ........................ just over 800
  Met2 wire length ........................ about 1.3 mm
  Antenna Cells ........................ 0

[Yosys]
  Post-synthesis average cell area ........................ 8.235 sq um
  Post-synth seq share ........................ 0%
  Yosys Instances ........................ between 100 and 150
  Area reported by Yosys stat ........................ between 1000 and 1500 sq um
  Synth Warn # ........................ 13
  Top cells, area ........................ sky130_fd_sc_hd__fa_1 40%, sky130_fd_sc_hd__inv_1 22%, sky130_fd_sc_hd__buf_4 16%
  Largest type area fraction ........................ 39.85%
  Count of cell types in the netlist ........................ 6
  Cell type with the highest aggregate area in the netlist ........................ sky130_fd_sc_hd__fa_1
  Combined area of all synthesized cells ........................ approximately 1000 sq um
  Cell count after synthesis ........................ ~120

[Floorplan]
  I/O pins ........................ roughly 64
  Area of the die ........................ 11660 sq um
  Rows ........................ 32
  Initial core utilization ........................ 13.14%
  Die X ........................ roughly 110 microns
  Core area ........................ 7647 sq um
  Vertical die size ........................ 108 microns

[Final layout]
  Layout cells sized above 1 ........................ just under 40%
  Total of clock buffers placed in the layout ........................ 0
  Synth-to-Final Area Change ........................ 87.42%
  Area taken by flip-flops and latches ........................ 0 sq um
  Number of fillers in the final layout ........................ approximately 800
  Count of sequential standard cells ........................ 0

[STA]
  Count of endpoints failing setup in the final report ........................ 10
  Total negative setup slack ........................ -16.89 ns
  Portion of the clock cycle consumed by the worst path in the final layout ........................ 130.2%
  Final WS setup ........................ -3.016 ns
  Min cycle time layout ........................ around 13 ns
  Final count of pins violating max slew ........................ 0
  Actual slew at the worst max-slew pin ........................ 0.2074 ns
  Hold Fails Final Rpt ........................ 0
  Peak Freq ........................ between 70 and 80 MHz
  Worst-case headroom to the max-slew limit ........................ a little under nine tenths
  RSZ-0062 raised after global routing ........................ yes

[Placement]
  Pre-CTS setup slack ........................ -3.977 ns
  Number of buffers added on ports ........................ around 64
  Global placer's final weighted congestion ........................ between 0.7 and 0.8
  HPWL after DPL ........................ 2.732 mm

[Run status]
  Violations in the final reports ........................ setup timing
  Status ........................ complete, but fails checks

[Pwr]
  IR Drop Worst-Case VDD ........................ 25.42 uV
  PwrDens ........................ ~63 nW/um^2
  Leak ........................ roughly 0.9 nW

[Worst hold path]
  Startpoint of the worst hold path ........................ b[0]
  Depth of the worst hold-timing path ........................ 4
  Endpoint, Worst Hold ........................ D1[0]
  Worst min-delay path class ........................ in -> out

[Global route]
  Via count of the first global-routing pass ........................ roughly 870
  Pin count of the biggest net entering global routing ........................ 3
  Global-route wire length before repair ........................ around 4.3 mm
  Number of antenna violations at the first check in global routing ........................ 0
  Remaining global-route overflow ........................ 0
  GRT Util Overall ........................ under 10%

[Job]
  Tally of max-capacitance violations ........................ 0
  Tool warnings ........................ 35

[CTS]
  Number of buffers added to fix hold violations after cts ........................ 0

----------------------------------------------------
==> worst max-delay path by stage <==
| stage | start | endpoint | slack (ns) | cells past startpoint |
|---|---|---|---|---|
| CTS | b[0] | D1[20] | -3.14 | 37 |
| global route | b[0] | D1[20] | -3.35 | 37 |
| finish | b[0] | D1[20] | -3.02 | 37 |
==> synthesized netlist by cell type <==
cell,number
sky130_fd_sc_hd__fa_1,20
sky130_fd_sc_hd__xor2_1,4
sky130_fd_sc_hd__buf_4,21
sky130_fd_sc_hd__ha_1,10
sky130_fd_sc_hd__inv_1,60
sky130_fd_sc_hd__xnor2_1,7
==> layout make-up <==
class	instances	area (sq um)	share of cell area (%)
Timing Repair Buffer	80	715.7	38.01
Multi-Input combinational cell	41	797.0	42.33
Tap cell	102	127.6	6.777
Inverter	60	242.7	12.89
==> worst max-delay path, delay by kind of cell <==
kind | cells | cell delay, ns
buffers and inverters | 7 | 0.47
adder cells (fa/ha/maj) | 30 | 8.48
==> metal layers <==
metal  GRT usage [%]  up-vias
met5               0        -
met4               0        0
met2           7.845       41
li1                -      414
met1           5.377      361
met3           2.410        0
==> per-stage QoR <==
step	hold slack, ns	cells	utilization (%)	area [sq um]	total power [mW]
2_1_floorplan	4.114	122	-	1195	0.07945
3_3_place_gp	4.935	276	24.49	1873	0.1335
3_5_place_dp	4.925	276	24.49	1873	0.1343
4_1_cts	4.644	280	24.38	1864	0.1221
5_1_grt	4.657	283	24.62	1883	0.1360
6_report	4.639	283	24.62	1883	0.1184
==> cells in the final DEF (no fill, tap or decap), drive strengths merged <==
cell | netlist | layout
xor2 | 4 | 4
xnor2 | 7 | 7
buf | 21 | 28
ha | 10 | 10
clkdlybuf4s50 | 0 | 49
fa | 20 | 20
dlygate4sd2 | 0 | 1
clkdlybuf4s15 | 0 | 1
clkbuf | 0 | 1
inv | 60 | 60
==> power breakdown <==
group	switching, mW	internal (mW)	leakage, nW	total (mW)
clock	0	0	0	0
sequential	0	0	0	0
combinational	0.0424	0.0760	0.886	0.118
==> what timing repair did <==
| action | in CTS | in global routing |
|---|---|---|
| buffers inserted | 4 | 3 |
| gates resized | 55 | 3 |
| cloned | 0 | 0 |
| setup endpoints to repair | 12 | 11 |
==> logic make-up (layout without fill, tap and decap cells) <==
group                      count (synthesis)  after routing  share of synthesized area, %
xor gates and xnor gates                  11             11                         9.589
adders and majority gates                 30             30                         52.30
buffers and inverters                     81            140                         38.11
Power figures rest on the tool's default switching activity, not on a simulated workload.
