==> ./design.v <==
module muxTwotoOne(I0,I1,A,O);
input I0,I1;
input A;
output O;
wire Abar=~A;
assign O=~(~(I0&A)&~(Abar&I1));
endmodule
module barrelShifter(I,mag,O);
input [9:0]I;
input [3:0]mag;
output [9:0]O;
wire [9:0] O1,O2,O3;
muxTwotoOne m00(I[9],1'b0,~mag[0],O1[9]);
muxTwotoOne m01(I[8],I[9],~mag[0],O1[8]); 
muxTwotoOne m02(I[7],I[8],~mag[0],O1[7]); 
muxTwotoOne m03(I[6],I[7],~mag[0],O1[6]); 
muxTwotoOne m04(I[5],I[6],~mag[0],O1[5]); 
muxTwotoOne m05(I[4],I[5],~mag[0],O1[4]); 
muxTwotoOne m06(I[3],I[4],~mag[0],O1[3]); 
muxTwotoOne m07(I[2],I[3],~mag[0],O1[2]); 
muxTwotoOne m08(I[1],I[2],~mag[0],O1[1]); 
muxTwotoOne m09(I[0],I[1],~mag[0],O1[0]); 
muxTwotoOne m10(O1[9],1'b0,~mag[1],O2[9]);
muxTwotoOne m11(O1[8],1'b0,~mag[1],O2[8]);
muxTwotoOne m12(O1[7],O1[9],~mag[1],O2[7]);
muxTwotoOne m13(O1[6],O1[8],~mag[1],O2[6]);
muxTwotoOne m14(O1[5],O1[7],~mag[1],O2[5]);
muxTwotoOne m15(O1[4],O1[6],~mag[1],O2[4]);
muxTwotoOne m16(O1[3],O1[5],~mag[1],O2[3]);
muxTwotoOne m17(O1[2],O1[4],~mag[1],O2[2]);
muxTwotoOne m18(O1[1],O1[3],~mag[1],O2[1]);
muxTwotoOne m19(O1[0],O1[2],~mag[1],O2[0]);
muxTwotoOne m20(O2[9],1'b0,~mag[2],O3[9]);
muxTwotoOne m21(O2[8],1'b0,~mag[2],O3[8]);
muxTwotoOne m22(O2[7],1'b0,~mag[2],O3[7]);
muxTwotoOne m23(O2[6],1'b0,~mag[2],O3[6]);
muxTwotoOne m24(O2[5],O2[9],~mag[2],O3[5]);
muxTwotoOne m25(O2[4],O2[8],~mag[2],O3[4]);
muxTwotoOne m26(O2[3],O2[7],~mag[2],O3[3]);
muxTwotoOne m27(O2[2],O2[6],~mag[2],O3[2]);
muxTwotoOne m28(O2[1],O2[5],~mag[2],O3[1]); 
muxTwotoOne m29(O2[0],O2[4],~mag[2],O3[0]);
muxTwotoOne m30(O3[9],1'b0,~mag[3],O[9]);
muxTwotoOne m31(O3[8],1'b0,~mag[3],O[8]);
muxTwotoOne m32(O3[7],1'b0,~mag[3],O[7]);
muxTwotoOne m33(O3[6],1'b0,~mag[3],O[6]);
muxTwotoOne m34(O3[5],1'b0,~mag[3],O[5]);
muxTwotoOne m35(O3[4],1'b0,~mag[3],O[4]);
muxTwotoOne m36(O3[3],1'b0,~mag[3],O[3]);
muxTwotoOne m37(O3[2],1'b0,~mag[3],O[2]);
muxTwotoOne m38(O3[1],O3[9],~mag[3],O[1]);
muxTwotoOne m39(O3[0],O3[8],~mag[3],O[0]);
endmodule
module barrelShifterLeft(I,mag,O);
input [9:0]I;
input [3:0]mag;
output [9:0]O;
wire [9:0] O1,O2,O3;
muxTwotoOne m00(I[0],1'b0,~mag[0],O1[0]);
muxTwotoOne m01(I[1],I[0],~mag[0],O1[1]); 
muxTwotoOne m02(I[2],I[1],~mag[0],O1[2]); 
muxTwotoOne m03(I[3],I[2],~mag[0],O1[3]); 
muxTwotoOne m04(I[4],I[3],~mag[0],O1[4]); 
muxTwotoOne m05(I[5],I[4],~mag[0],O1[5]); 
muxTwotoOne m06(I[6],I[5],~mag[0],O1[6]); 
muxTwotoOne m07(I[7],I[6],~mag[0],O1[7]); 
muxTwotoOne m08(I[8],I[7],~mag[0],O1[8]); 
muxTwotoOne m09(I[9],I[8],~mag[0],O1[9]); 
muxTwotoOne m10(O1[0],1'b0,~mag[1],O2[0]);
muxTwotoOne m11(O1[1],1'b0,~mag[1],O2[1]);
muxTwotoOne m12(O1[2],O1[0],~mag[1],O2[2]);
muxTwotoOne m13(O1[3],O1[1],~mag[1],O2[3]);
muxTwotoOne m14(O1[4],O1[2],~mag[1],O2[4]);
muxTwotoOne m15(O1[5],O1[3],~mag[1],O2[5]);
muxTwotoOne m16(O1[6],O1[4],~mag[1],O2[6]);
muxTwotoOne m17(O1[7],O1[5],~mag[1],O2[7]);
muxTwotoOne m18(O1[8],O1[6],~mag[1],O2[8]);
muxTwotoOne m19(O1[9],O1[7],~mag[1],O2[9]);
muxTwotoOne m20(O2[0],1'b0,~mag[2],O3[0]);
muxTwotoOne m21(O2[1],1'b0,~mag[2],O3[1]);
muxTwotoOne m22(O2[2],1'b0,~mag[2],O3[2]);
muxTwotoOne m23(O2[3],1'b0,~mag[2],O3[3]);
muxTwotoOne m24(O2[4],O2[0],~mag[2],O3[4]);
muxTwotoOne m25(O2[5],O2[1],~mag[2],O3[5]);
muxTwotoOne m26(O2[6],O2[2],~mag[2],O3[6]);
muxTwotoOne m27(O2[7],O2[3],~mag[2],O3[7]);
muxTwotoOne m28(O2[8],O2[4],~mag[2],O3[8]); 
muxTwotoOne m29(O2[9],O2[5],~mag[2],O3[9]);
muxTwotoOne m30(O3[0],1'b0,~mag[3],O[0]);
muxTwotoOne m31(O3[1],1'b0,~mag[3],O[1]);
muxTwotoOne m32(O3[2],1'b0,~mag[3],O[2]);
muxTwotoOne m33(O3[3],1'b0,~mag[3],O[3]);
muxTwotoOne m34(O3[4],1'b0,~mag[3],O[4]);
muxTwotoOne m35(O3[5],1'b0,~mag[3],O[5]);
muxTwotoOne m36(O3[6],1'b0,~mag[3],O[6]);
muxTwotoOne m37(O3[7],1'b0,~mag[3],O[7]);
muxTwotoOne m38(O3[8],O3[0],~mag[3],O[8]);
muxTwotoOne m39(O3[9],O3[1],~mag[3],O[9]);
endmodule
==> ./run.sh <==
#!/bin/bash
# OpenROAD 26Q1-2900-gdf79404cd8, Yosys 0.63+post, stock flow scripts
make -C /OpenROAD-flow-scripts/flow DESIGN_CONFIG=/design/flow/config.mk WORK_HOME=/design/flow/orfs finish
==> ./config.mk <==
export PLATFORM = sky130hd
export DESIGN_NAME = barrelShifterLeft
export DESIGN_NICKNAME = barrelShifterLeft
export VERILOG_FILES = /design/flow/design.v
export SDC_FILE = /design/flow/constraint.sdc
export NUM_CORES = 4
export LEC_CHECK = 1
export CORE_AREA = 10 10 70 70
export DIE_AREA = 0 0 80 80
==> ./constraint.sdc <==
current_design barrelShifterLeft

set clk_period 2.3
set clk_io_pct 0.2

create_clock -name clk0 -period $clk_period

set non_clock_inputs [all_inputs -no_clocks]
set_input_delay [expr $clk_period * $clk_io_pct] -clock clk0 $non_clock_inputs
set_output_delay [expr $clk_period * $clk_io_pct] -clock clk0 [all_outputs]
==> flow_summary.ini <==
; synthesis and place-and-route metrics
[drt]
num_antenna_cells = 0
wire_per_inst_um = 12.6
drc = 0
ant_nets = 0
drt_iter0_drc = 41
routed_wl_mm = 1.68
vias_per_cell = 3.94
drt-pass1-iter-count = 4
num_vias = 524

[hold_path]
min_path_type = input pin to output pin
worstHoldStart = mag[1]

[placement]
dp_hpwl_mm = 1.35
portBuffers = 24
gp_congestion = 0.876

[synthesis]
syn-cell-area_um2 = 469
syn_inst = 57
ys_seq_share_pct = 0
yosysWarnings = 0
ys_cells = 57
avgSynthCellArea_um2 = 8.23
yosysTopAreaCell = buf_4
ys_chip_area_um2 = 469
top_area_share_pct = 16.0
synth_cell_type_count = 25
netlist_top_cells_area = buf_4 16%, mux2_2 12%, mux4_1 11%

[clocking]
hold_buffers = 0

[power_and_ir_drop]
intPower_w = 0.0000946
p_leak_nw = 0.418
power.switching_w = 0.0000579
irDropWorstVdd_mv = 0.0549
switching_share_pct = 38.0
p_comb_share_pct = 100.0
power_w = 0.000152
seqPwrFrac_pct = 0
pwr-share-clk_pct = 0
p_per_area_nw_per_um2 = 177

[setup_path]
cp_data_required_time_ns = 1.84
cp-startpoint = mag[0]
cp-end-kind = output pin
cp.arrival_ns = 1.81
cp_max_fo = 8
cp-start-kind = input pin
path_class = input pin to output pin

[die]
ios = 24
core_um2 = 3420
initial_utilization_pct = 13.7
die_x_um = 80
core.rowCount = 21
chip_area_um2 = 6400
die.size.y_um = 80

[timing]
hold_slack_ns = 1.43
setup_viol = 0
tightest_slew_ns = 0.294
finalHoldViolations = 0
rsz0062_at_grt = yes
finalCritPeriodShare_pct = 98.7
relSlewSlack_pct = 80.3
fmax_mhz = 441
fin_crit_ns = 2.27
slew_viol_final = 0

[global_route]
grt_pass1_wl_mm = 2.54
grt_pass1_vias = 510
grt_overflow_total = 0
grt_usage_pct = 4.86
antenna_found_initial = 0
grt_max_degree = 9

[cells_and_area]
clkbuf_count = 0
regArea_um2 = 0
fillCellCount = 364
seq_cells = 0
drive_above_1_share_pct = 56.3
logic_area_um2 = 450
area_delta_synth_final_pct = 84.0

[run]
drv_cap = 0
tool_warnings = 34

[outcome]
outcome = finished, final reports clean
Yosys cell counts (all sizes together):
cell type,number
nand2,5
nor2,4
buf,12
clkbuf,2
o22ai,1
o21ai,2
nor2b,2
nor3b,2
a32oi,1
mux4,3
nand2b,2
or2,1
and3b,1
mux2,7
nand3,3
mux2i,4
nor4,2
a22oi,1
a2111oi,2
cell type report:
class / instances / share of cell area, %
timing repair buffer: 44 / 41.2
multi-input combinational: 43 / 52.2
tap: 46 / 6.67
what timing repair did:
item,in CTS,in global routing
pin swaps,1,3
resized,39,28
gates cloned,1,0
buffers inserted,0,1
setup endpoints to repair,10,7
worst max-delay path, cell delays in order:
cell,delay [ns]
buf_8,0.12
buf_4,0.15
mux2i_2,0.16
a2111oi_2,0.32
buf_4,0.16
clkdlybuf4s50_1,0.45
cell usage in the layout, fill, tap and decap left out, types with 3 or more instances in the layout:
| master | netlist | layout |
|---|---|---|
| buf_4 | 10 | 19 |
| clkbuf_2 | 0 | 8 |
| clkdlybuf4s50_1 | 0 | 6 |
| nand2_1 | 5 | 5 |
| mux2_4 | 1 | 5 |
| dlygate4sd2_1 | 0 | 5 |
| nor2_1 | 4 | 4 |
| nand3_1 | 3 | 3 |
| dlymetal6s2s_1 | 0 | 3 |
power by group through the flow:
stage,clock network (W),registers (W),logic [W]
4_1_cts,0,0,0.000142
5_1_grt,0,0,0.000166
6_report,0,0,0.000152
path summary, 6_finish.rpt:
path	slack [ns]	end	depth (start not counted)
worst min-delay path	1.43	O[1]	4
worst max-delay path	0.03	O[3]	6
per-layer routing:
metal | part of all wire, % | up-vias | global-route usage [%]
met5 | 0 | - | 0
met4 | 0 | 0 | 0
met3 | 10 | 0 | 1.82
met2 | 43 | 19 | 7.54
met1 | 47 | 240 | 6.65
li1 | - | 265 | -
kinds of logic (layout without fill, tap and decap cells):
kind of cell | count (synthesis) | count (layout) | synth area share [%]
and+or+nand+nor | 22 | 22 | 26.4
muxes | 14 | 14 | 42.1
buffers and inverters | 14 | 44 | 20.8
AOI/OAI and AO/OA | 7 | 7 | 10.7
metrics by stage:
step | utilization [%] | setup WS (ns) | setup TNS (ns) | instances | cell area (um2)
5_1_grt | 25.3 | -0.0181 | -0.0433 | 133 | 863
3_3_place_gp | 23.6 | -0.641 | -5.01 | 131 | 805
2_1_floorplan | - | 0.254 | 0 | 57 | 469
4_1_cts | 24.2 | -0.142 | -0.158 | 132 | 827
3_5_place_dp | 23.6 | -0.658 | -5.28 | 131 | 805
6_report | 25.3 | 0.0301 | 0 | 133 | 863
No activity file was given, so power comes from the tool's default toggle rates.
